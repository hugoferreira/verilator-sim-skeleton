File: flow/config.mk
export PLATFORM = sky130hd
export DESIGN_NAME = addressdecoder
export DESIGN_NICKNAME = addressdecoder
export VERILOG_FILES = /design/flow/design.v
export SDC_FILE = /design/flow/constraint.sdc
export NUM_CORES = 4
export LEC_CHECK = 1
export CORE_AREA = 10 10 70 70
export DIE_AREA = 0 0 80 80
File: flow/constraint.sdc
current_design addressdecoder

set clk_period 2.1
set clk_io_pct 0.2

create_clock -name clk0 -period $clk_period

set non_clock_inputs [all_inputs -no_clocks]
set_input_delay [expr $clk_period * $clk_io_pct] -clock clk0 $non_clock_inputs
set_output_delay [expr $clk_period * $clk_io_pct] -clock clk0 [all_outputs]
File: flow/design.v
module addressdecoder(input logic [15:0] addr, input logic rw, 
                      input logic [7:0] tb_do, input logic [7:0] sp_do, input logic [7:0] ram_do,  
                      output logic [7:0] cpu_di,
                      output logic tb_cs, output logic sp_cs, output logic ram_cs);
  logic [2:0] peripheral = { tb_oe, sp_oe, ram_oe };
  function [7:0] p_do(input logic [2:0] peripheral);
    case (peripheral)
        3'b001  : p_do = ram_do;
        3'b100  : p_do = tb_do;
        default : p_do = 8'b0;
    endcase
  endfunction
  assign cpu_di = p_do(peripheral);
  assign tb_cs  = addr[15:12] == 04'b1111;
  assign sp_cs  = addr[15:04] == 12'b1110_1111_1111;
  assign ram_cs = addr[15:12] == 04'b0000;
  logic tb_oe  = ~rw & tb_cs;
  logic sp_oe  = ~rw & sp_cs;
  logic ram_oe = ~rw & ram_cs;
endmodule
File: flow/run.sh
#!/bin/bash
# OpenROAD 26Q1-2900-gdf79404cd8, Yosys 0.63+post, stock flow scripts
make -C /OpenROAD-flow-scripts/flow DESIGN_CONFIG=/design/flow/config.mk WORK_HOME=/design/flow/orfs finish
==> metrics.sh <==
TIMING.HOLD.WORST.START='addr[14]'
SYNTH_ADDER_AREA_SHARE_PCT=0
SYNTH_CELL_TYPES=11
CLOCKPOWERSHARE_PCT=0
TOP_CELLS_BY_AREA='sky130_fd_sc_hd__a22o_2, sky130_fd_sc_hd__nor4_2, sky130_fd_sc_hd__buf_6'
MAPPEDNETLISTAREA_UM2=155
START_KIND='primary input'
GROUTE.USAGE.OVERALL_PCT=3.69
SYNTH-SEQ-AREA-SHARE_PCT=0
MIN_PERIOD_OVER_PERIOD_PCT=99.6
SETUP-VIOLATIONS-FINAL=0
FIN_TOTAL_PWR_uW=79.1
DRT_ITER0_MARKERS=4
FINAL-SEQ-AREA_UM2=0
TIMING.FINAL.WS_SETUP_NS=0.00872
AVG_SYNTHESIZED_CELL_AREA_UM2=8.17
PEAKVDDDROP_V=0.0000417
NUMBER_OF_ANTENNA_VIOLATIONS_AT_THE_FIRST_CHECK_IN_GLOBAL_ROUTING=0
ROUTED-VIA-COUNT=360
SYNTH.CELLMIX.COMPOUNDSHARE_PCT=51.6
LAYOUT_TOP_CELL_EXCL_FILL_TAP='sky130_fd_sc_hd__clkdlybuf4s50_1'
ROUTED_VIA_DENSITY=3.30
GRT_REMAINING_OVERFLOW=0
DRT-PASS1-ITER-COUNT=4
GLOBALPLACE.CONGESTION=0.828
TIMING_WORST_SLEW_PIN_VALUE_NS=0.202
SYNTHCELLS=19
CTS_HOLD_BUF=0
COMB_POWER_SHARE_PCT=100.0
FLOPS=0
PRE_CTS_SLACK_NS=-0.479
ANTENNADIODECOUNT=0
SYNTHTOPLOGICFAMILY='AND-OR/OR-AND gates'
LEAKAGEPOWER_nW=0.323
TOOL_WARNING_COUNT=45
LOGIC_AREA_UM2=186
SWITCHING_POWER_uW=20.2
CRIT_TYPE='primary input to primary output'
PIN_COUNT_OF_THE_BIGGEST_NET_ENTERING_GLOBAL_ROUTING=9
CLOCK_BUFFER_COUNT=0
FILLERS=368
DRIVE_GT1_SHARE_PCT=33.3
PORT_BUFFERS=40
TIMING.FINAL.CRIT_PERIOD_NS=2.09
SYNTH_XOR_XNOR_AREA_SHARE_PCT=0
DIE_HEIGHT_UM=80
CHIPAREA_MM2=0.00640
MAXCAPVIOLATIONS=0
FINALWIRELENGTH_UM=1340
YOSYSWARNINGCOUNT=1
SLEW_VIOLATIONS=0
HOLDWS_NS=1.41
FLOW.AREA_GROWTH_FROM_SYNTHESIS_PCT=335
YOSYSTOPAREACELLSHARE_PCT=51.6
DRC=0
PATH_TYPE_OF_THE_WORST_MIN_DELAY_PATH='primary input to primary output'
MUX_AREA_SHARE_PCT=0
LAY_TOP_CELLS='sky130_fd_sc_hd__clkdlybuf4s50_1, sky130_fd_sc_hd__buf_4, sky130_fd_sc_hd__a22o_2, sky130_fd_sc_hd__a22o_4, sky130_fd_sc_hd__dlygate4sd2_1'
GRT_PASS1_WL_UM=1900
NET_SW_SHARE_PCT=25.5
YS_CHIP_AREA_UM2=155
SYNTH-CELLS-YOSYS=19
CRIT_PATH_END_KIND='primary output'
FLOORPLAN.ROWS=21
INTPOWER_uW=58.9
DIE.SIZE.X_UM=80
FIRST_GLOBAL_VIAS=391
DRT-WIRELENGTH-PER-CELL_UM=12.3
MIN_DELAY_WORST_ENDPOINT='ram_cs'
CRIT_ARRIVAL_NS=1.67
SEQPWRFRAC_PCT=0
MAXCLOCKFREQUENCY_GHz=0.478
WORST_SLEW_MARGIN_REL_PCT=86.4
MOST_AREA_HUNGRY_CELL_TYPE_IN_THE_YOSYS_NETLIST='sky130_fd_sc_hd__a22o_2'
PLACE_HPWL_UM=1180
ANTENNA_LEFT=0
CRITICAL_PATH.MAX_FANOUT=7
CELL_DEPTH_OF_THE_WORST_MIN_DELAY_PATH=3
RSZ0062_AT_GRT='true'
SYNTH-SIMPLE-AREA-SHARE_PCT=38.7
RUN_STATUS='completed'
FINALHOLDVIOLCOUNT=0
WORSTPATHREQUIRED_NS=1.68
FLOORPLANUTILIZATION_PCT=4.54
BOUNDARYPINS=52
POWER_DENSITY_mW_PER_MM2=117
SETUP_TOTAL_NEGATIVE_SLACK_NS=0
CORE-AREA_MM2=0.00342
## cells in the mapped netlist
library cell              count
sky130_fd_sc_hd__a22o_2       8
sky130_fd_sc_hd__and2b_1      1
sky130_fd_sc_hd__buf_6        1
sky130_fd_sc_hd__inv_1        1
sky130_fd_sc_hd__nand2_1      1
sky130_fd_sc_hd__nand3_1      2
sky130_fd_sc_hd__nand4_1      1
sky130_fd_sc_hd__nor2_1       1
sky130_fd_sc_hd__nor3_2       1
sky130_fd_sc_hd__nor4_1       1
sky130_fd_sc_hd__nor4_2       1
## power by group through the flow
stage	clock network [mW]	registers, mW	logic (mW)
final	0	0	0.0791
after global routing	0	0	0.0849
after CTS	0	0	0.0783
## critical path: stages
cell and delay [ns]:
sky130_fd_sc_hd__buf_2 0.12, sky130_fd_sc_hd__nor4_4 0.27, sky130_fd_sc_hd__and2b_4 0.25, sky130_fd_sc_hd__a22o_2 0.15, sky130_fd_sc_hd__clkdlybuf4s50_1 0.45
## cells by family after synthesis
kind of cell / Yosys count
simple gates: 9
compound gates: 8
buf+inv: 2
## worst max path at each step
stage | startpoint | to | slack, ns | cells past startpoint
CTS | addr[14] | cpu_di[5] | 0.0006 | 5
global route | addr[13] | cpu_di[5] | -0.06 | 5
finish | addr[13] | cpu_di[5] | 0.009 | 5
## repair_timing
action	4_1_cts	5_1_grt
setup buffers	2	1
gates resized	26	7
endpoints found under the setup margin	11	6
pin swaps	5	3
cloned	0	0
## metrics by stage
| stage | instances | instance area, um2 | util, % |
|---|---|---|---|
| 5_1_grt | 109 | 674 | 19.7 |
| 3_5_place_dp | 106 | 617 | 18.1 |
| 2_1_floorplan | 19 | 155 | - |
| 6_report | 109 | 674 | 19.7 |
| 3_3_place_gp | 106 | 617 | 18.1 |
| 4_1_cts | 108 | 647 | 18.9 |
## routing by layer
| metal | wire length (um) | global-route usage [%] | vias to the layer above |
|---|---|---|---|
| met5 | 0 | 0 | - |
| met4 | 0 | 0 | 0 |
| met3 | 272 | 3.18 | 0 |
| met2 | 358 | 4.09 | 40 |
| met1 | 713 | 5.34 | 151 |
| li1 | - | - | 169 |
## cell type report
type / count / area share, %
repair buffers: 45 / 63.3
well taps: 46 / 8.53
inverters: 1 / 0.557
multi-input cells: 17 / 27.6
No activity file was given, so power comes from the tool's default toggle rates.
