==> flow/design.v <==
module control(input logic clk, input logic reset, input logic vsync, 
               output logic [15:0] addr, output logic [7:0] data, 
               input logic [7:0] din, output logic rw);
  logic [7:0] letter;
  logic [3:0] color;
  logic [7:0] pos;
  logic [2:0] state;
  always_ff @(posedge clk)
  begin
    if (reset) begin
      state   <= 0;
      rw      <= 0;
      letter  <= 0;
      color   <= 0;
    end else begin
      if (vsync) begin
        if (state != 3'b110) state <= state + 1;
        case (state) 
          3'b000: begin
            addr <= 16'h0000;
            rw <= 0;
          end
          3'b001: begin
            pos <= din;
          end
          3'b010: begin
            addr <= 16'hEFF8;
            pos <= pos - 1;
            data <= pos;
            rw <= 1;
          end
          3'b011: begin
            addr <= 16'hF003 + 16'h200;
            color <= color + 1;
            data <= { 4'b0000, color };
            rw <= 1;
          end 
          3'b100: begin
            addr <= 16'h0000;
            data <= pos;
            rw <= 1;
          end
          3'b101: begin
            addr <= 16'hF005;
            letter <= letter + 1;
            data <= letter;
            rw <= 1;
          end
          default: rw <= 0;
        endcase
      end else state <= 0;
    end
  end  
endmodule
==> flow/run.sh <==
#!/bin/bash
# OpenROAD 26Q1-2900-gdf79404cd8, Yosys 0.63+post, stock flow scripts
make -C /OpenROAD-flow-scripts/flow DESIGN_CONFIG=/design/flow/config.mk WORK_HOME=/design/flow/orfs finish
==> flow/config.mk <==
export PLATFORM = sky130hd
export DESIGN_NAME = control
export DESIGN_NICKNAME = control
export VERILOG_FILES = /design/flow/design.v
export SDC_FILE = /design/flow/constraint.sdc
export NUM_CORES = 4
export LEC_CHECK = 1
export CORE_UTILIZATION = 30
==> flow/constraint.sdc <==
current_design control

set clk_period 3.8
set clk_io_pct 0.2

create_clock -name clk0 -period $clk_period [get_ports {clk}]

set non_clock_inputs [all_inputs -no_clocks]
set_input_delay [expr $clk_period * $clk_io_pct] -clock clk0 $non_clock_inputs
set_output_delay [expr $clk_period * $clk_io_pct] -clock clk0 [all_outputs]
==> flow_metrics.tcl <==
# yosys + openroad results
set metrics [dict create \
    yosysUniqueCellTypes 33 \
    htree_num_levels 2 \
    swShare_pct 20.8 \
    hold_class "reg2reg" \
    chip_area_mm2 0.00667 \
    cp_max_fo 14 \
    cts_resized 0 \
    io_buffers 35 \
    vdd_drop_max_uv 180 \
    leakage_nw 0.856 \
    setup-tns-final_ns 0 \
    yosys.area.top_type "edfxtp_1" \
    warnings 30 \
    cts_made_buffers 5 \
    syn_area_per_cell_um2 10.2 \
    finalHoldViolations 0 \
    die_h_um 81.7 \
    n_antenna_cell 0 \
    clock_path_buffers 2 \
    cts_hold_buffers 0 \
    clock_skew_ns 0.00430 \
    top_cell_area_share_pct 34.7 \
    p_total_mw 0.791 \
    status "completed" \
    async_reset_ff_share_pct 0 \
    worstSetupStartpointType "input port" \
    crit_slowest_cell "clkdlybuf4s50_1" \
    ios 36 \
    hold_depth 2 \
    areaGrowthSynthToFinish_pct 22.8 \
    worstSkewPairLatency_ns 0.28 \
    clkSinkCount 38 \
    finalSetupViolCount 0 \
    p_switching_mw 0.165 \
    worstPathArrival_ns 2.42 \
    reg2regPathDepth 6 \
    post-synth-top-count-cell "edfxtp_1" \
    cpPeakStageDelay_ns 0.68 \
    endpoint_kind "register" \
    min_to "letter[7]" \
    hpwl_mm 2.46 \
    grt_usage_pct 11.8 \
    tritoncts "done" \
    drcViolationCount 0 \
    antenna_found_initial 0 \
    gp_congestion 0.782 \
    cts_root_buf "clkbuf_8" \
    p_int_mw 0.626 \
    antenna_left 0 \
    worstPathRequired_ns 3.72 \
    powerDensity_mw_per_mm2 338 \
    die_x_um 81.7 \
    regToRegEndpoint "data[0]" \
    period_used_pct 65.8 \
    initCoreUtil_pct 31.6 \
    power_frac_seq_pct 56.8 \
    worstSetupPathType "in2reg" \
    grt_setup_unrepaired "no" \
    nFillCells 596 \
    worst_pin_slew_ns 0.663 \
    drt-total-wl_mm 3.48 \
    yosys_warnings 1 \
    fin_hold_ws_ns 0.490 \
    fmax_mhz 400 \
    viasPerCell 4.84 \
    synthCells 186 \
    edf_count 22 \
    via_count 1390 \
    cp_cell_sequence "clkdlybuf4s50_1 -> nand2b_1 -> nor2_1" \
    ys_seq_share_pct 51.5 \
    period_needed_ns 2.50 \
    clk_pin_slew_worst_paths_ns 0.07 \
    flop_cell "edfxtp_1" \
    core_area_mm2 0.00603 \
    synth_area_mm2 0.00191 \
    ys_ff 38 \
    grt_max_degree 15 \
    synthTopCellsByArea "edfxtp_1 (35%), dfxtp_1 (17%), ha_1 (6.6%)" \
    clkPwrFrac_pct 35.4 \
    power.share.combinational_pct 7.8 \
    drive_above_1_share_pct 5.66 \
    firstDrtPassIters 4 \
    hp-start "letter[7]" \
    grt_pass1_wl_mm 5.84 \
    ys_cells 186 \
    fin_util_pct 38.8 \
    ys_area_mm2 0.00191 \
    r2r_setup_slack_ns 1.45 \
    r2r-start "state[1]" \
    wire_per_inst_um 12.1 \
    row_count 28 \
    drt_iter0_drc 78 \
    drv_slew 0 \
    grt_pass1_vias 1285 \
    top_cells_by_count "edfxtp_1 (22), dfxtp_1 (16), nand2_1 (14)" \
    relSlewSlack_pct 55.6 \
    cts_setup_buffers 0 \
    maxCapViolCount 0 \
    globalRouteOverflowTotal 0 \
]
==> metal layers <==
| layer | up-vias | track usage, % | share of wire, % |
|---|---|---|---|
| met5 | - | 0 | 0 |
| met4 | 0 | 1.58 | 1.3 |
| met3 | 5 | 2.03 | 5.0 |
| met2 | 36 | 17.8 | 43 |
| met1 | 632 | 18.8 | 50 |
| li1 | 717 | - | - |
==> power by group through the flow <==
stage | Sequential (mW) | Clock, mW | Combinational [mW]
after global routing | 0.451 | 0.306 | 0.0697
after CTS | 0.450 | 0.286 | 0.0622
final | 0.449 | 0.280 | 0.0617
==> worst max-delay path: cells and delay by family <==
family,cells,cell delay (ns)
simple gates,2,0.97
buf+inv,1,0.68
==> registers in the layout (all words and copies together), names as in the netlist <==
name / cells
data: 8
rw: 1
addr: 6
letter: 8
color: 4
pos: 8
state: 3
==> logic make-up after synthesis <==
kind of cell	Yosys count	synth area share, %
and+or+nand+nor	61	16.6
AOI/OAI and AO/OA	43	14.3
DFF	38	51.5
buffers and inverters	26	7.22
adders and majority gates	10	6.57
xor gates and xnor gates	7	3.22
muxes	1	0.591
==> worst max-delay path by stage <==
stage          from      end  slack [ns]  depth (start not counted)
CTS           reset  data[0]        1.30                          3
global route  reset  data[0]        1.20                          3
finish        reset  data[0]        1.30                          3
==> cell type report <==
class                   count  area (um^2)  share of cell area [%]
flip-flops and latches     38          981                    41.9
well taps                  75         93.8                    4.01
inverters                   8         30.0                    1.28
multi-input cells         122          787                    33.6
repair buffers             36          358                    15.3
clock inverters             1         5.00                   0.214
clock buffers               7         86.3                    3.69
==> cell usage in the layout (no fill, tap or decap), types with 6 or more instances in the layout <==
cell and count:
nand3_1 7, nand2_1 14, edfxtp_1 22, clkbuf_8 6, dfxtp_1 16, nor2_1 12, or3_1 8, a22o_1 7
o21ai_0 11, a21oi_1 12, ha_1 10, clkdlybuf4s50_1 35, inv_1 8
==> stage by stage <==
step | area [um^2] | cells | setup WS, ns
floorplan | 1910 | 186 | 1.71
global placement | 2250 | 279 | 1.03
finish | 2340 | 287 | 1.30
CTS | 2340 | 287 | 1.30
detailed placement | 2250 | 279 | 0.983
global route | 2340 | 287 | 1.20
Power and IR drop assume default switching activity.
