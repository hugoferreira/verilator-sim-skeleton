`flow/design.v`:
```
module hvsync_generator(
    input logic clk, input logic reset, output logic hsync, output logic vsync, 
    output logic display_on, output logic [7:0] hpos, output logic [6:0] vpos);
  parameter H_DISPLAY       = 160;  
  parameter H_BACK          =   0;  
  parameter H_FRONT         =   0;  
  parameter H_SYNC          =   1;  
  parameter V_DISPLAY       = 120;  
  parameter V_TOP           =   0;  
  parameter V_BOTTOM        =   0;  
  parameter V_SYNC          =   1;  
  parameter H_SYNC_START    = H_DISPLAY + H_FRONT;
  parameter H_SYNC_END      = H_DISPLAY + H_FRONT + H_SYNC - 1;
  parameter H_MAX           = H_DISPLAY + H_BACK + H_FRONT + H_SYNC - 1;
  parameter V_SYNC_START    = V_DISPLAY + V_BOTTOM;
  parameter V_SYNC_END      = V_DISPLAY + V_BOTTOM + V_SYNC - 1;
  parameter V_MAX           = V_DISPLAY + V_TOP + V_BOTTOM + V_SYNC - 1;
  wire hmaxxed = (hpos === H_MAX) | reset;	 
  wire vmaxxed = (vpos === V_MAX) | reset;	 
  always_ff @(posedge clk)
  begin
    hsync <= (hpos >= H_SYNC_START && hpos <= H_SYNC_END);
    if (hmaxxed) hpos <= 0;
    else hpos <= hpos + 1;
  end
  always_ff @(posedge clk)
  begin
    vsync <= (vpos >= V_SYNC_START && vpos <= V_SYNC_END);
    if (hmaxxed)
      if (vmaxxed) vpos <= 0;
      else vpos <= vpos + 1;
  end
  assign display_on = (hpos < H_DISPLAY) && (vpos < V_DISPLAY);
endmodule
```
`flow/run.sh`:
```
#!/bin/bash
# OpenROAD 26Q1-2900-gdf79404cd8, Yosys 0.63+post, stock flow scripts
make -C /OpenROAD-flow-scripts/flow DESIGN_CONFIG=/design/flow/config.mk WORK_HOME=/design/flow/orfs finish
```
`flow/config.mk`:
```
export PLATFORM = sky130hd
export DESIGN_NAME = hvsync_generator
export DESIGN_NICKNAME = hvsync_generator
export VERILOG_FILES = /design/flow/design.v
export SDC_FILE = /design/flow/constraint.sdc
export NUM_CORES = 4
export LEC_CHECK = 1
export CORE_AREA = 10 10 92 92
export DIE_AREA = 0 0 102 102
```
`flow/constraint.sdc`:
```
current_design hvsync_generator

set clk_period 1.7
set clk_io_pct 0.2

create_clock -name clk0 -period $clk_period [get_ports {clk}]

set non_clock_inputs [all_inputs -no_clocks]
set_input_delay [expr $clk_period * $clk_io_pct] -clock clk0 $non_clock_inputs
set_output_delay [expr $clk_period * $clk_io_pct] -clock clk0 [all_outputs]
```
==> run notes <==
Physical implementation.

- The final routed wirelength across all metal layers is roughly 2.1 mm.
- Of all nets on the critical path, the largest fanout is 7.
- Counting distinct cell types in the post-synthesis netlist gives 24.
- The weighted congestion reported at the end of routability-driven placement is 0.787.
- The worst slew margin relative to its limit is 78.1%.
- The report lists the power per cell area as approximately 720 nW/um2.
- In this run the count of I/O pins placed on the die edge is 20.
- The kind of start point of the critical path is a flop.
- The report lists the number of standard-cell rows as 29.
- The number of maximum-capacitance constraint violations is 0.
- The launch point of the worst register-to-register path is recorded as hpos[1]$_SDFF_PP0_.
- The total CTS buffers is 3.
- The root buffer selected by CTS is sky130_fd_sc_hd__clkbuf_8.
- The most congested layer reported by global routing is met1.
- Once synthesis finished, the tally of register bits stood at 17.
- The run finished with clean final reports.
- The reg2reg setup slack is 0.18 ns.
- The type of the worst setup path is reg2out.
- The post-cts hold-fix buffer tally is 0.
- The number of max-slew violations in the final report is 0.
- The worst register-to-register path has a depth of 6.
- The count of port buffers added during placement is 19.
- The clock arrives with 0.00297 ns of skew.
- The total global routing overflow is 0.
- The synthesis report lists the Yosys warning total as 1.
- The family of cells with the greatest summed delay on the critical path is buffers and inverters.
- The filler-free cell count of the finished design is 194.
- The stat command in Yosys gives a chip area of between 800 and 900 um2.
- The shortest period the worst path allows is 1.60 ns.
- For this run, the final setup violation count is recorded as 0.
- In this run the critical register-to-register path is captured at hpos[6]$_SDFF_PP0_.
- The total net switching power is approximately 200 uW.
- The switching power share of the total is between 20% and 30%.
- The total instance count after detailed placement is between 150 and 200.
- The reported leakage power is 0.457 nW.
- The critical path's slowest stage uses the library cell sky130_fd_sc_hd__clkdlybuf4s50_1.
- The summed area of non-filler cells in the final layout is 1240 um2.
- In the final report, the number of hold violations comes to 0.
- The first detailed-routing pass ran for 4 iterations.
- The worst stage delay on the critical path is 0.53 ns.
- Cells with a size suffix above 1 make up 17.9% of the layout.
- The horizontal die dimension reported for this design is 102 um.
- After legalization and detailed placement, the total HPWL measured between 1.5 and 2 mm.
- The core region is 6460 um2.
- The first global-routing pass estimated 3.24 mm of wire.
- The CTS clock-pin slew for the worst setup and hold paths is 0.06 ns.
- The violation tally recorded at the end of detailed-routing iteration 0 is 32.
- The internal power is between 600 and 700 uW.
- Combinational logic burns between 10% and 20% of the power.
- The CTS tree is built.
- In this run the number of H-tree levels came out at 1.
- The cell area after synthesis is 820 um2.
- Averaged over all synthesized cells, the footprint is 9.76 um2.
- For this configuration, the core starts out at a cell density of 12.7%.
- The worst min-delay path endpoint is hpos[0]$_SDFF_PP0_.
- The critical path goes through clkdlybuf4s50_1.
- The initial antenna violation count is 0.
- The sequential cell fraction of total power is 52.1%.
- The tool warning count is 27.
- The synthesized instance count is 84.
- The count of cells along the worst hold path is 2.
- The arrival time of the worst setup path is 1.26 ns.
- Entering global routing, the biggest net connects 10 pins.
- The clock drives 17 sinks.
- Global routing consumed, on the met2 layer, about 5.2% of the routing resources.
- The global routing usage summed across all routing layers is 3.98%.
- The number of buffers on the longest clock path is 2.
- The worst setup path is captured at an output port.
- TritonRoute reported its final design rule violation total as 0.
- The clock latency of the later-clocked register in the worst-skew pair is 0.25 ns.
- The fraction of met1 tracks used by global routing is under 10%.
- For this run, global-route usage on met3 was measured as 2.79%.
- The count of antenna diodes in the layout is 0.
- The overall die height is 102 um.
- Across all layers, the routed design uses about 700 vias.
- After routing, the total negative slack on setup checks comes to 0 ns.
- The routed wire length per instance is 10.8 um.
- The die footprint is around 10,000 um2.
- The worst path uses a little over nine tenths of the clock period.
- Counting both buffers and inverters, the worst setup path holds a total of 1.
- The number of global-route vias before repair is 666.
- The maximum operating frequency is 625 MHz.
- The share of the Yosys chip area taken by registers is 50.1%.
- The final layout report lists a filler cell count of roughly 700.
- The worst ir drop on vdd is 295 uV.
- Setup repair after global routing left no endpoint under its margin.
- The tightest min-delay check is of the reg2reg type.
- The worst-margin pin slew is 0.324 ns.
- After synthesis, the design contains 84 cells according to Yosys.
- The detail route stage leaves a number of antenna-violating nets equal to 0.
- Detailed placement reports a standard cell area of 1160 um2.
- The required time reported for the critical path endpoint is 1.36 ns.
- The relative area change from synthesis to final layout is 51.6%.
- The clock network is responsible for 33.1% of the overall power.
- Using the TritonRoute via totals, the vias-per-cell ratio works out to 3.68.
- In this run the most critical hold path is launched from hpos[0]$_SDFF_PP0_.
-- cells in the mapped netlist --
cell                       instances  area [um2]
sky130_fd_sc_hd__o31ai_2           1        12.5
sky130_fd_sc_hd__a31o_2            1        8.76
sky130_fd_sc_hd__and3_1            2        12.5
sky130_fd_sc_hd__dfxtp_1          10         200
sky130_fd_sc_hd__a21oi_1           4        20.0
sky130_fd_sc_hd__nand2_1           3        11.3
sky130_fd_sc_hd__o21a_1            1        7.51
sky130_fd_sc_hd__nor4bb_1          1        10.0
sky130_fd_sc_hd__inv_1             8        30.0
sky130_fd_sc_hd__nor2_1           12        45.0
sky130_fd_sc_hd__nand3_1           7        35.0
sky130_fd_sc_hd__nor3_1            1        5.00
sky130_fd_sc_hd__a21oi_2           1        8.76
sky130_fd_sc_hd__o21ai_0           5        25.0
sky130_fd_sc_hd__nand3b_1          1        7.51
sky130_fd_sc_hd__nand4b_1          1        8.76
sky130_fd_sc_hd__or3_1             4        25.0
sky130_fd_sc_hd__xor2_1            4        35.0
sky130_fd_sc_hd__edfxtp_1          7         210
sky130_fd_sc_hd__a31oi_1           1        6.26
sky130_fd_sc_hd__buf_4             2        15.0
sky130_fd_sc_hd__ha_1              4        50.1
sky130_fd_sc_hd__nand4_2           1        12.5
sky130_fd_sc_hd__xnor2_1           2        17.5
-- power by group through the flow --
| stage | Clock [mW] | Combinational, mW | Sequential (mW) |
|---|---|---|---|
| final | 0.294 | 0.132 | 0.464 |
| after global routing | 0.321 | 0.148 | 0.467 |
| after CTS | 0.300 | 0.125 | 0.465 |
-- stage by stage --
stage / setup slack (ns) / utilization (%) / power (mW) / hold WS [ns]
finish: 0.0990 / 19.2 / 0.891 / 0.556
global route: 0.00397 / 19.2 / 0.936 / 0.578
CTS: 0.0216 / 18.9 / 0.890 / 0.555
detailed placement: 0.139 / 17.9 / 0.595 / 0.539
global placement: 0.146 / 17.9 / 0.594 / 0.542
floorplan: 0.241 / - / 0.524 / 0.412
-- routing by layer --
metal | wire, um | up-vias
li1 | - | 360
met1 | 952 | 332
met2 | 841 | 22
met3 | 302 | 0
met4 | 0 | 0
met5 | 0 | -
-- registers in the layout, indices dropped and copies added, names as in the netlist --
register / count
hpos: 8
vpos: 7
hsync: 1
vsync: 1
-- kinds of logic after synthesis --
kind of cell    share of synthesized area (%)
compound gates                           10.8
xor+xnor                                 6.41
fa+ha+maj                                6.11
buf+inv                                  5.50
flops                                    50.1
simple gates                             21.1
-- repair_timing --
item	CTS	global route
pin swaps	1	1
setup buffers	1	2
gates resized	3	1
hold endpoints to repair	0	0
setup endpoints to repair	1	8
-- worst max path at each step --
stage	start	endpoint	depth (start not counted)
final	hpos[2]$_SDFF_PP0_	hpos[2]	1
after global routing	hpos[1]$_SDFF_PP0_	hpos[3]$_SDFF_PP0_	6
after CTS	vpos[2]$_SDFFCE_PP0P_	vpos[2]	1
-- placed cells by master (no fill, tap or decap) --
master	count
sky130_fd_sc_hd__inv_1	8
sky130_fd_sc_hd__dlygate4sd2_1	1
sky130_fd_sc_hd__nor3_1	1
sky130_fd_sc_hd__clkbuf_8	3
sky130_fd_sc_hd__nand3_1	7
sky130_fd_sc_hd__o21ai_0	5
sky130_fd_sc_hd__nand2_1	3
sky130_fd_sc_hd__o31ai_4	1
sky130_fd_sc_hd__and3_4	1
sky130_fd_sc_hd__ha_1	4
sky130_fd_sc_hd__and3_1	1
sky130_fd_sc_hd__xnor2_1	2
sky130_fd_sc_hd__nor2_1	12
sky130_fd_sc_hd__a21oi_2	2
sky130_fd_sc_hd__nand4_2	1
sky130_fd_sc_hd__buf_4	12
sky130_fd_sc_hd__nor4bb_1	1
sky130_fd_sc_hd__dfxtp_1	10
sky130_fd_sc_hd__clkdlybuf4s50_1	18
sky130_fd_sc_hd__o21a_1	1
sky130_fd_sc_hd__clkbuf_1	1
sky130_fd_sc_hd__a31o_2	1
sky130_fd_sc_hd__a31oi_1	1
sky130_fd_sc_hd__nand4b_1	1
sky130_fd_sc_hd__or3_1	4
sky130_fd_sc_hd__nand3b_1	1
sky130_fd_sc_hd__edfxtp_1	7
sky130_fd_sc_hd__xor2_1	4
sky130_fd_sc_hd__a21oi_1	3
-- layout make-up --
cell class              instances  area, um2  area share, %
repair buffers                 31        279           22.5
clock buffers                   4       45.0           3.63
flip-flops and latches         17        410           33.0
multi-input cells              57        382           30.7
inverters                       8       30.0           2.42
well taps                      77       96.3           7.75
No activity file was given, so power comes from the tool's default toggle rates.
